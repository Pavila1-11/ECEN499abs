<file path="design/flow/constraint.sdc">
current_design counter

set clk_period 5.8
set clk_io_pct 0.2

create_clock -name clk0 -period $clk_period [get_ports {CLOCK}]

set non_clock_inputs [all_inputs -no_clocks]
set_input_delay [expr $clk_period * $clk_io_pct] -clock clk0 $non_clock_inputs
set_output_delay [expr $clk_period * $clk_io_pct] -clock clk0 [all_outputs]
</file>
<file path="design/flow/run.sh">
#!/bin/bash
# OpenROAD 26Q1-2900-gdf79404cd8, Yosys 0.63+post, stock flow scripts
make -C /OpenROAD-flow-scripts/flow DESIGN_CONFIG=/design/flow/config.mk WORK_HOME=/design/flow/orfs finish
</file>
<file path="design/flow/config.mk">
export PLATFORM = sky130hd
export DESIGN_NAME = counter
export DESIGN_NICKNAME = counter
export VERILOG_FILES = /design/flow/design.v
export SDC_FILE = /design/flow/constraint.sdc
export NUM_CORES = 4
export LEC_CHECK = 1
export CORE_AREA = 10 10 99 99
export DIE_AREA = 0 0 109 109
</file>
<file path="design/flow/design.v">
`timescale 1ns / 1ps
module counter (
    input  CLOCK,       
    input  BTN0_UP,     
    input  BTN1_DOWN,   
    input  RESET,       
    output [3:0] LEDS   
);
reg [3:0] count = 0;
reg [25:0] slow_clk = 0;   
always @(posedge CLOCK) begin
    slow_clk <= slow_clk + 1;   
end
always @(posedge slow_clk[24] or posedge RESET) begin   
    if (RESET)
        count <= 0;
    else if (BTN0_UP)
        count <= (count == 15) ? 0 : count + 1;   
    else if (BTN1_DOWN)
        count <= (count == 0) ? 15 : count - 1;   
end
assign LEDS = count;
endmodule
</file>
==> notes.md <==
yosys + openroad results -> status=finished, final reports clean, vias in the first global route=781, final setup TNS=0 ns, Pint=between 0.0002 and 0.00025 W, Async S/R FF share, synth=13.8%, Tmin final=1.56 ns, CTS tree=yes, Clk pwr share=35.9%, Power, Total=0.000277 W, Area leader share=39.6%, top cells by count=25 x dfxtp_1, 20 x xnor2_1, 14 x nand2_1, 12 x nand3_1, Post-synth EDFFs=0, Final Setup Violations=0, cell count after synthesis=around 120, Top Family by Delay on Critical Path=simple AND/OR/NAND/NOR gates, Die Ht=109 um, Yosys top cell by instances=dfxtp_1, top cells, area=dfxtp_1 40%, xnor2_1 14%, dfrtp_1 7.9%, H-tree depth=1, GR Overflow Total=0, Final Hold Viols=0, Clock transition at path regs=0.08 ns, number of cell rows=32, Critical Path AT=approximately 1.7 ns, number of unconstrained endpoints=8, register pins left without a clock=4, global-route wire length before repair=3150 um, FF-to-FF Start=slow_clk[0], post-route worst setup slack=4.24 ns, Sw Share=19.7%, total track usage=3.08%, Comb pwr share=around 2.2%, CTS Buffer Depth=2, Worst Tran Pin Value=0.442 ns, via count=824, Ant. Diodes=0, core box area=a little under 0.008 sq mm, Post-synth top flop=dfxtp_1, DRC Markers=0, type of the tightest min-delay check=flop to flop, area leader, netlist=dfxtp_1, crit end category=flop, CP peak stage delay=0.40 ns, Fin Clk Skew=0.00523 ns, post-layout period usage=a little over a quarter, Floorplan Utilization=16.4%, Layout Utilization=19.5%, DRT Pass-1 Iters=3, Layout area overhead=19.0%, VDD IR-drop max=about 0.094 mV, initial DRC count=55, slowest stage cell, crit path=dfxtp_1, I/O pin total=8, tally of yosys warning messages=1, Vias/cell=3.49, Seq pwr share=between 60% and 70%, Worst Min Path Start=slow_clk[0], die width=109 um, Post-CTS Setup Inserts=0, Post-DP HPWL=1390 um, Critical Path RT=5.96 ns, initial antenna violation count=0, Fmax=643 MHz, crit path launch type=flop, Slew Limit Fails=0, DIE AREA=0.0119 sq mm, total wire length=1840 um, worst path buffer plus inverter count=0, pre-CTS WS=4.24 ns, Root Driver=clkbuf_8, Slew headroom=70.3%, RSZ-0062 raised after global routing=no, largest net degree at the start of global routing=15, worst path cell trace=ha_1 -> nand2_1 -> nor4_4 -> nand4_1 -> xnor2_1, routability cong.=0.748, Port-buffer cells=7, Cell Pwr Density=184 mW/mm^2, Distinct cells, synth=32, Post-synth seq share=47.5%, yosys synthesis chip area=0.00126 sq mm, Pleak=0.493 nW, wire length per cell=7.81 um, P_sw=0.0000546 W, Antenna Violating Nets Remaining=0, Clk Latency, worst-skew pair=0.26 ns, max-cap violations=0, total CTS buffers=3, CTS-repair resized insts=0, Syn Area/Cell=10.2 sq um, Post-CTS Hold Buffers=0, crit path max fanout=7, tool warning count=26, cells in synth_stat.txt=124, Area after DPL=0.00146 sq mm, final instance area=0.00150 sq mm, netlist area before placement=around 0.0013 sq mm, crit path from=slow_clk[0], FF+latch count, synth=29, Crit Path Class=flop to flop, share of layout cells above drive strength 1=8.21%
routing by layer:
metal / track usage (%) / part of all wire, % / up-vias
met2: 4.80 / 41 / 12
met4: 0.188 / 0 / 0
met3: 1.67 / 8.6 / 0
li1: - / - / 443
met5: 0 / 0 / -
met1: 3.88 / 51 / 369
sequential cells by signal, summed over array words and instances (netlist names):
signal and count:
slow_clk 25, count 4
path summary, 6_finish.rpt:
check | slack [ns] | cells after the start | to
worst min register to register | 0.43 | 1 | slow_clk[0]
worst max-delay path | 4.24 | 5 | slow_clk[20]
worst min-delay path | 0.43 | 1 | slow_clk[0]
worst max register to register | 4.24 | 5 | slow_clk[20]
stage by stage:
step	hold WS, ns	instances
6_report	0.429	236
4_1_cts	0.431	236
5_1_grt	0.471	236
2_1_floorplan	0.395	124
3_5_place_dp	0.411	232
3_3_place_gp	0.406	232
cell families (layout without fill, tap and decap cells):
group                      Yosys count  count (layout)  share of synthesized area [%]
AOI/OAI and AO/OA                   12              12                           6.44
xor gates and xnor gates            24              24                           16.6
adders and majority gates            3               3                           2.97
buffers and inverters                8              18                           2.47
DFF                                 29              29                           47.5
and+or+nand+nor                     48              48                           24.0
cell type report:
| class | count | area, sq um |
|---|---|---|
| clock buffers | 3 | 41.3 |
| clock inverters | 1 | 5.00 |
| fillers | 837 | 6220 |
| inverters | 7 | 27.5 |
| multi-input cells | 87 | 632 |
| flip-flops and latches | 29 | 601 |
| well taps | 102 | 128 |
| repair buffers | 7 | 70.1 |
cells in the final DEF, fill, tap and decap left out, types with 2 or more instances in the layout:
cell type	instances
clkbuf_8	3
a21oi_1	4
nand2_1	14
xor2_1	4
o21ai_0	2
dfxtp_1	25
clkinv_2	2
nand4_1	3
nor4_4	2
clkdlybuf4s50_1	7
dfrtp_1	4
nand3_1	12
xnor2_1	20
inv_1	6
ha_1	3
nor2_1	6
power by group through the flow:
stage / registers [W] / clock network, W / logic, W
6_report: 0.000172 / 0.0000997 / 0.00000608
5_1_grt: 0.000172 / 0.000110 / 0.00000691
4_1_cts: 0.000172 / 0.000105 / 0.00000618
Power and IR drop assume default switching activity.
