<file path="flow/config.mk">
export PLATFORM = sky130hd
export DESIGN_NAME = jackpot
export DESIGN_NICKNAME = jackpot
export VERILOG_FILES = /design/flow/design.v
export SDC_FILE = /design/flow/constraint.sdc
export NUM_CORES = 4
export LEC_CHECK = 1
export CORE_AREA = 10 10 91 91
export DIE_AREA = 0 0 101 101
</file>
<file path="flow/constraint.sdc">
current_design jackpot

set clk_period 3.5
set clk_io_pct 0.2

create_clock -name clk0 -period $clk_period [get_ports {CLOCK}]

set non_clock_inputs [all_inputs -no_clocks]
set_input_delay [expr $clk_period * $clk_io_pct] -clock clk0 $non_clock_inputs
set_output_delay [expr $clk_period * $clk_io_pct] -clock clk0 [all_outputs]
</file>
<file path="flow/design.v">
`timescale 1ns / 1ps
module jackpot (
    input        CLOCK,         
    input  [3:0] SWITCHES,      
    output reg [3:0] LEDS       
);
    reg [24:0] div_counter = 0;
    reg [1:0] led_index = 0;
    reg       jackpot_state = 0;
    always @(posedge CLOCK) begin
        div_counter <= div_counter + 1;
    end
    wire slow_clk;
    assign slow_clk = div_counter[24];
    always @(posedge slow_clk) begin
        if (jackpot_state) begin
            LEDS          <= 4'b1111;
            jackpot_state <= 1'b0;     
            led_index     <= 2'b00;    
        end else begin
            case (led_index)
                2'b00: LEDS <= 4'b0001;   
                2'b01: LEDS <= 4'b0010;   
                2'b10: LEDS <= 4'b0100;   
                2'b11: LEDS <= 4'b1000;   
            endcase
            if (SWITCHES[led_index]) begin
                jackpot_state <= 1'b1;    
            end else begin
                led_index <= led_index + 1'b1;
            end
        end
    end
endmodule
</file>
<file path="flow/run.sh">
#!/bin/bash
# OpenROAD 26Q1-2900-gdf79404cd8, Yosys 0.63+post, stock flow scripts
make -C /OpenROAD-flow-scripts/flow DESIGN_CONFIG=/design/flow/config.mk WORK_HOME=/design/flow/orfs finish
</file>
==> metrics.cfg <==
[flow_run]
tool_warnings=28
maxCapViolCount=0

[timing]
setup_viol=0
drv_slew=0
holdWs_ns=0.413
period_needed_ns=1.53
untimed_endpoints=11
hold_viol=0
slew_headroom=0.722
tns_ns=0
unclocked_regs=7
finalClockSkew_ns=0.00145
tightestPinTransition_ns=0.414
max_freq_ghz=0.656
post-route-period-util=0.436
grt_setup_unrepaired=false

[global_route]
grt_pass1_wl_um=2950
grt.overflow.total=0
grt_pass1_vias=718
grt_util_all_layers=0.0332
grt_max_degree=14
grt_antenna_before_repair=0

[place]
port_buffers=8
place.gp.congestion=0.747
dpl.hpwl_um=1290
dpl-instance-area_um2=1450
post-place-cells=200

[yosys]
yosys.cell_types.count=23
synthCells=115
synthTopCellsByCount=dfxtp_1, xnor2_1, nand3_1
ys_area_um2=1280
syn_area_per_cell_um2=11.1
edf_count=0
netlist_area_um2=1280
top_cells_by_area=dfxtp_1, xnor2_1, ha_1, nand3_1, xor2_1
ys_ff=32
yosysSeqAreaShare=0.501
yosysWarnings=1
async_reset_ff_frac=0
top_cell_area_share=0.501
ys_cells=115
ff_type=dfxtp_1
largest_area_cell=dfxtp_1
most_common_cell=dfxtp_1

[route]
num_vias=742
wl_per_cell_um=8.26
vias_per_cell=3.64
drt_iter0_drc=16
drtPass1Iterations=3
antennaDiodeCount=0
finalWirelength_um=1690
drtAntennaViolNets=0
drc_errors=0

[setup_path]
worstPathBufferInverterCount=0
worstSetupPathType=flop to flop
required_ns=3.66
slowest_stage=nor4_4
startpoint_type=flop
cp_data_arrival_time_ns=1.68
slowest_delay_ns=0.41
path_cells=ha_1, nand3_1, nor4_4, nand4_1, xnor2_1
end_kind=flop
worstPathMaxFanout=5
crit_family=simple AND/OR/NAND/NOR gates

[layout]
fin_cells=204
stdcell_area_um2=1500
area_growth_pct=17.3
drive_gt1_frac=0.110
fill_cells=669

[power]
p_clk_frac=0.359
netSwitchingFraction=0.185
seqPwrFrac=0.625
power_frac_comb=0.017
power.density_nw_per_um2=304
ir_drop_mv=0.132
leakage_nw=0.556
p_sw_uw=84.3
intPower_uw=371

[outcome]
status=finished, final reports clean

[clock_tree]
insertion_delay_ns=0.26
hold_buffers=0
cts_tree=yes
post_cts_buffers=0
ctsResizeCount=0
htree_levels=1
cts-buffers-inserted=3
root_buffer=clkbuf_8
cts.path.max_buffers=2
path_clk_slew_ns=0.08

[floorplanning]
fp.dieH_um=101
core-area_um2=6350
row_count=29
dieArea_um2=10200
boundaryPins=9
die_w_um=101
fp_util=0.201

[hold_path]
hold_class=flop to flop

==> cells in the final DEF, fill, tap and decap left out, types with 2 or more instances in the layout <==
cell type and instances:
nor4_4 2, xor2_1 6, clkbuf_8 3, nor2_1 7, or2_2 4, ha_1 5
nand3_1 11, clkdlybuf4s50_1 8, nand2_1 7, nand4_1 3, dfxtp_1 32, and3_1 3
inv_1 4, mux2i_1 3, xnor2_1 18
==> final timing paths <==
kind | slack (ns) | cells past startpoint | end | from
worst max-delay path | 1.97 | 5 | div_counter[18] | div_counter[0]
worst min-delay path | 0.41 | 1 | div_counter[0] | div_counter[0]
worst max register to register | 1.97 | 5 | div_counter[18] | div_counter[0]
worst min register to register | 0.41 | 1 | div_counter[0] | div_counter[0]
==> layout make-up <==
class | instances | area (um^2) | area share
timing repair buffer | 8 | 80.1 | 0.0534
sequential | 32 | 641 | 0.427
inverter | 4 | 15.0 | 0.0100
clock buffer | 4 | 45.0 | 0.0301
tap | 77 | 96.3 | 0.0643
multi-input combinational | 79 | 622 | 0.415
==> cells by family after synthesis <==
kind of cell,synth area share
flops,0.501
xor+xnor,0.165
simple gates,0.236
buf+inv,0.0117
fa+ha+maj,0.0490
mux,0.0235
compound gates,0.0137
==> power groups by stage <==
stage | Sequential [mW] | Clock [mW] | Combinational [mW]
final | 0.284 | 0.163 | 0.00752
after global routing | 0.284 | 0.182 | 0.00834
after CTS | 0.284 | 0.174 | 0.00759
==> registers in the layout (all words and copies together), names as in the netlist <==
register	cells
div_counter	25
led_index	2
LEDS	4
jackpot_state	1
==> worst reg2reg max path, delay by kind of cell, from the launching register on <==
| kind | cells | cell delay [ns] |
|---|---|---|
| xor gates and xnor gates | 1 | 0.14 |
| adders and majority gates | 1 | 0.21 |
| DFF | 1 | 0.37 |
| and+or+nand+nor | 3 | 0.71 |
==> metrics by stage <==
| step | setup slack (ns) | utilization | power [mW] |
|---|---|---|---|
| 2_1_floorplan | 2.12 | - | 0.294 |
| 3_3_place_gp | 2.03 | 0.229 | 0.298 |
| 3_5_place_dp | 1.98 | 0.229 | 0.298 |
| 4_1_cts | 1.95 | 0.236 | 0.466 |
| 5_1_grt | 1.83 | 0.236 | 0.475 |
| 6_report | 1.97 | 0.236 | 0.455 |
==> routing by layer <==
layer / vias to the layer above / wire length (um) / GRT usage / part of all wire
met3: 0 / 105 / 0.00970 / 0.062
met4: 0 / 0 / 0.00429 / 0
li1: 407 / - / - / -
met1: 326 / 909 / 0.0470 / 0.54
met2: 9 / 671 / 0.0506 / 0.40
met5: - / 0 / 0 / 0
Power is estimated from default activity; no workload was simulated.
